<file path="/design/flow/run.sh">
#!/bin/bash
# OpenROAD 26Q1-2900-gdf79404cd8, Yosys 0.63+post, stock flow scripts
make -C /OpenROAD-flow-scripts/flow DESIGN_CONFIG=/design/flow/config.mk WORK_HOME=/design/flow/orfs finish
</file>
<file path="/design/flow/config.mk">
export PLATFORM = sky130hd
export DESIGN_NAME = dynamic_segment_register
export DESIGN_NICKNAME = dynamic_segment_register
export VERILOG_FILES = /design/flow/design.v
export SDC_FILE = /design/flow/constraint.sdc
export NUM_CORES = 4
export LEC_CHECK = 1
export CORE_AREA = 10 10 103 103
export DIE_AREA = 0 0 113 113
</file>
<file path="/design/flow/constraint.sdc">
current_design dynamic_segment_register

set clk_period 2.0
set clk_io_pct 0.2

create_clock -name clk0 -period $clk_period [get_ports {clk}]

set non_clock_inputs [all_inputs -no_clocks]
set_input_delay [expr $clk_period * $clk_io_pct] -clock clk0 $non_clock_inputs
set_output_delay [expr $clk_period * $clk_io_pct] -clock clk0 [all_outputs]
</file>
<file path="/design/flow/design.v">
module invert (input wire i, output wire o);
    assign o = !i;
endmodule
module and2 (input wire i0, i1, output wire o);
  assign o = i0 & i1;
endmodule
module mux2x1 (input wire i0, i1, j, output wire o);
  assign o = (j==0)?i0:i1;
endmodule
module d_flip_flop (input wire clk, in, output wire out);
  reg df_out;
  always@(posedge clk) df_out <= in;
  assign out = df_out;
endmodule
module d_flip_flop_reset (input wire clk, reset, in, output wire out);
  wire reset_, df_in;
  invert invert_0 (reset, reset_);
  and2 and2_0 (in, reset_, df_in);
  d_flip_flop df_0 (clk, df_in, out);
endmodule
module d_flip_flop_reset_and_load (input wire clk, reset, load, in, output wire out);
  wire _in;
  mux2x1 mux2_0(out, in, load, _in);
  d_flip_flop_reset dfr_1(clk, reset, _in, out);
endmodule
module mux4x1(input wire i0,i1,i2,i3, input wire s1, s0, output wire o);
wire t0, t1;
mux2x1 mux2_0 (i0, i1, s1, t0);
mux2x1 mux2_1 (i2, i3, s1, t1);
mux2x1 mux2_2 (t0, t1, s0, o);
endmodule
module dff(input wire clk, reset, load, input wire [19:0] in, output wire [19:0] reg_in);
d_flip_flop_reset_and_load _f0(clk, reset, load, in[0], reg_in[0]);
d_flip_flop_reset_and_load _f1(clk, reset, load, in[1], reg_in[1]);
d_flip_flop_reset_and_load _f2(clk, reset, load, in[2], reg_in[2]);
d_flip_flop_reset_and_load _f3(clk, reset, load, in[3], reg_in[3]);
d_flip_flop_reset_and_load _f4(clk, reset, load, in[4], reg_in[4]);
d_flip_flop_reset_and_load _f5(clk, reset, load, in[5], reg_in[5]);
d_flip_flop_reset_and_load _f6(clk, reset, load, in[6], reg_in[6]);
d_flip_flop_reset_and_load _f7(clk, reset, load, in[7], reg_in[7]);
d_flip_flop_reset_and_load _f8(clk, reset, load, in[8], reg_in[8]);
d_flip_flop_reset_and_load _f9(clk, reset, load, in[9], reg_in[9]);
d_flip_flop_reset_and_load _f10(clk, reset, load, in[10], reg_in[10]);
d_flip_flop_reset_and_load _f11(clk, reset, load, in[11], reg_in[11]);
d_flip_flop_reset_and_load _f12(clk, reset, load, in[12], reg_in[12]);
d_flip_flop_reset_and_load _f13(clk, reset, load, in[13], reg_in[13]);
d_flip_flop_reset_and_load _f14(clk, reset, load, in[14], reg_in[14]);
d_flip_flop_reset_and_load _f15(clk, reset, load, in[15], reg_in[15]);
d_flip_flop_reset_and_load _f16(clk, reset, load, in[16], reg_in[16]);
d_flip_flop_reset_and_load _f17(clk, reset, load, in[17], reg_in[17]);
d_flip_flop_reset_and_load _f18(clk, reset, load, in[18], reg_in[18]);
d_flip_flop_reset_and_load _f19(clk, reset, load, in[19], reg_in[19]);
endmodule
module mux(input wire [19:0] reg_in, input wire j1, j0, output wire [19:0] o);
wire [19:0] _inv;
invert _i0(reg_in[0], _inv[0]);
invert _i1(reg_in[1], _inv[1]);
invert _i2(reg_in[2], _inv[2]);
invert _i3(reg_in[3], _inv[3]);
invert _i4(reg_in[4], _inv[4]);
invert _i5(reg_in[5], _inv[5]);
invert _i6(reg_in[6], _inv[6]);
invert _i7(reg_in[7], _inv[7]);
invert _i8(reg_in[8], _inv[8]);
invert _i9(reg_in[9], _inv[9]);
invert _i10(reg_in[10], _inv[10]);
invert _i11(reg_in[11], _inv[11]);
invert _i12(reg_in[12], _inv[12]);
invert _i13(reg_in[13], _inv[13]);
invert _i14(reg_in[14], _inv[14]);
invert _i15(reg_in[15], _inv[15]);
invert _i16(reg_in[16], _inv[16]);
invert _i17(reg_in[17], _inv[17]);
invert _i18(reg_in[18], _inv[18]);
invert _i19(reg_in[19], _inv[19]);
mux4x1 _mux0(reg_in[0], _inv[0], reg_in[1], 1'b0, j1, j0, o[0]);
mux4x1 _mux1(reg_in[1], _inv[1], reg_in[2], reg_in[0], j1, j0, o[1]);
mux4x1 _mux2(reg_in[2], _inv[2], reg_in[3], reg_in[1], j1, j0, o[2]);
mux4x1 _mux3(reg_in[3], _inv[3], reg_in[4], reg_in[2], j1, j0, o[3]);
mux4x1 _mux4(reg_in[4], _inv[4], reg_in[5], reg_in[3], j1, j0, o[4]);
mux4x1 _mux5(reg_in[5], _inv[5], reg_in[6], reg_in[4], j1, j0, o[5]);
mux4x1 _mux6(reg_in[6], _inv[6], reg_in[7], reg_in[5], j1, j0, o[6]);
mux4x1 _mux7(reg_in[7], _inv[7], reg_in[8], reg_in[6], j1, j0, o[7]);
mux4x1 _mux8(reg_in[8], _inv[8], reg_in[9], reg_in[7], j1, j0, o[8]);
mux4x1 _mux9(reg_in[9], _inv[9], reg_in[10], reg_in[8], j1, j0, o[9]);
mux4x1 _mux10(reg_in[10], _inv[10], reg_in[11], reg_in[9], j1, j0, o[10]);
mux4x1 _mux11(reg_in[11], _inv[11], reg_in[12], reg_in[10], j1, j0, o[11]);
mux4x1 _mux12(reg_in[12], _inv[12], reg_in[13], reg_in[11], j1, j0, o[12]);
mux4x1 _mux13(reg_in[13], _inv[13], reg_in[14], reg_in[12], j1, j0, o[13]);
mux4x1 _mux14(reg_in[14], _inv[14], reg_in[15], reg_in[13], j1, j0, o[14]);
mux4x1 _mux15(reg_in[15], _inv[15], reg_in[16], reg_in[14], j1, j0, o[15]);
mux4x1 _mux16(reg_in[16], _inv[16], reg_in[17], reg_in[15], j1, j0, o[16]);
mux4x1 _mux17(reg_in[17], _inv[17], reg_in[18], reg_in[16], j1, j0, o[17]);
mux4x1 _mux18(reg_in[18], _inv[18], reg_in[19], reg_in[17], j1, j0, o[18]);
mux4x1 _mux19(reg_in[19], _inv[19], 1'b0, reg_in[18], j1, j0, o[19]);	
endmodule
module general_purpose_register1(input wire clk,reset,load, input wire [19:0] i, input wire [9:0] j, output wire [19:0] o);
wire [19:0] out;
mux m_0(i, j[0], j[1], out);
dff d_0(clk, reset, load, out, o);
endmodule
module general_purpose_register2(input wire clk,reset,load, input wire [19:0] i, input wire [9:0] j, output wire [19:0] o);
wire [19:0] out;
mux m_0(i, j[0], j[1], out);
dff d_0(clk, reset, load, out, o);
endmodule
module general_purpose_register3(input wire clk,reset,load, input wire [19:0] i, input wire [9:0] j, output wire [19:0] o);
wire [19:0] out;
mux m_0(i, j[0], j[1], out);
dff d_0(clk, reset, load, out, o);
endmodule
module general_purpose_register4(input wire clk,reset,load, input wire [19:0] i, input wire [9:0] j, output wire [19:0] o);
wire [19:0] out;
mux m_0(i, j[0], j[1], out);
dff d_0(clk, reset, load, out, o);
endmodule
module general_purpose_register5(input wire clk,reset,load, input wire [19:0] i, input wire [9:0] j, output wire [19:0] o);
wire [19:0] out;
mux m_0(i, j[0], j[1], out);
dff d_0(clk, reset, load, out, o);
endmodule
module general_purpose_register6(input wire clk,reset,load, input wire [19:0] i, input wire [9:0] j, output wire [19:0] o);
wire [19:0] out;
mux m_0(i, j[0], j[1], out);
dff d_0(clk, reset, load, out, o);
endmodule
module instruction_segment_register(input wire clk,reset,load, input wire [19:0] i, input wire [9:0] j, output wire [19:0] o);
wire [19:0] out;
mux m_0(i, j[0], j[1], out);
dff d_0(clk, reset, load, out, o);
endmodule
module static_segment_register(input wire clk,reset,load, input wire [19:0] i, input wire [9:0] j, output wire [19:0] o);
wire [19:0] out;
mux m_0(i, j[0], j[1], out);
dff d_0(clk, reset, load, out, o);
endmodule
module dynamic_segment_register(input wire clk,reset,load, input wire [19:0] i, input wire [9:0] j, output wire [19:0] o);
wire [19:0] out;
mux m_0(i, j[0], j[1], out);
dff d_0(clk, reset, load, out, o);
endmodule
module instruction_pointer_register(input wire clk,reset,load, input wire [19:0] i, input wire [9:0] j, output wire [19:0] o);
wire [19:0] out;
mux m_0(i, j[0], j[1], out);
dff d_0(clk, reset, load, out, o);
endmodule
module static_pointer_register(input wire clk,reset,load, input wire [19:0] i, input wire [9:0] j, output wire [19:0] o);
wire [19:0] out;
mux m_0(i, j[0], j[1], out);
dff d_0(clk, reset, load, out, o);
endmodule
module dynamic_pointer_register(input wire clk,reset,load, input wire [19:0] i, input wire [9:0] j, output wire [19:0] o);
wire [19:0] out;
mux m_0(i, j[0], j[1], out);
dff d_0(clk, reset, load, out, o);
endmodule
</file>
==> results.cfg <==
; physical design summary
[run_status]
status = complete, no violations

[synth]
ys_chip_area_sq_um = 1360
synthTopCellsByArea = dfxtp_1, buf_4, o221ai_1
yosys-stat-cells = 162
top_area_share_pct = 29.5
async_flop_share_pct = 0
yosysUniqueCellTypes = 32
ys_ff = 20
most_common_cell = buf_4
yosys_most_used_dff = dfxtp_1
netlist_area_sq_um = 1360
netlist_instances = 162
synth-edff-count = 0
synth_warnings = 1
top_cells_by_count = buf_4, dfxtp_1, nor2_1, nand2_1, o221ai_1
yosysTopAreaCell = dfxtp_1
synth_seq_share_pct = 29.5
syn_avg_cell_area_sq_um = 8.39

[timing]
finalHoldViolations = 0
grt_setup_unrepaired = false
max_clock_freq_mhz = 618
finalCriticalPeriod_ps = 1620
slew_violations = 0
finalWorstSetupSlack_ps = 382
fin_worst_skew_ps = 0
fin_setup_tns_ps = 0
period_used_pct = 80.9
finalSetupViolations = 0
max-slew-margin-rel_pct = 70.7
worstMarginPinSlew_ps = 438

[flow_run]
cap_violations = 0
warnings = 33

[final_layout]
syn_to_final_growth_pct = 33.6
nFillCells = 901
drive_gt1_share_pct = 10.8
layoutNonFillerInstCount = 291

[cts]
clk_path_buf_depth = 2
clock_latency_ps = 260
post_cts_resized = 0
cts_tree = yes
cts_hold_buf = 0
clock_sinks = 20
htreeDepth = 1
clk_pin_slew_ps = 80
root_buffer = clkbuf_8
cts_setup_buffers = 0
cts_buffers = 3

[floorplan]
die_w_microns = 113
rows = 33
die_area_sq_um = 12800
ios = 53
fp.dieH_microns = 113
core_area_sq_um = 8300
fp_util_pct = 16.4

[worst_hold_path]
worstHoldPathType = flop to flop
min_from = d_0._f19.dfr_1.df_0.df_out
hold_depth = 2

[global_routing]
track_usage_pct = 6.05
grt_antenna_before_repair = 0
grt_start_max_net_pins = 31
grt_pass1_vias = 1126
grt.overflow.total = 0
grt_pass1_wl_microns = 6310

[route]
via_per_inst = 4.10
first_pass_iters = 6
drt-initial-drc-count = 85
ant_nets = 0
num_vias = 1193
routed_wl_microns = 3940
drc = 0
num_antenna_cells = 0
routedWlPerCell_microns = 13.5

[setup_path]
reg2reg_depth = 2
startpoint_type = input port
worst_ep_arrival_time_ps = 1780
crit_start = j[0]
crit_required_ps = 2160
end_kind = flop
worst-path-max-fanout = 9
crit_type = input port to flop
reg2reg_from = d_0._f9.dfr_1.df_0.df_out

[power_and_ir_drop]
leakagePower_nw = 0.673
ir_drop_v = 0.000312
powerDensity_nw_per_um2 = 569

[placement]
dp_hpwl_microns = 3100
place_ws_ps = 125
numPortBuffers = 44
place.gp.congestion = 0.794
dp_cells = 287
final timing paths:
path | endpoint | slack, ps
max | d_0._f1.dfr_1.df_0.df_out | 380
min | d_0._f19.dfr_1.df_0.df_out | 450
max reg2reg | d_0._f9.dfr_1.df_0.df_out | 1060
min reg2reg | d_0._f19.dfr_1.df_0.df_out | 450
stage by stage:
step	area [sq um]	util (%)	power (mW)	hold WS [ps]
finish	1820	21.9	1.03	451
global route	1820	21.9	1.10	500
CTS	1820	21.9	1.05	455
detailed placement	1760	21.2	0.724	444
global placement	1760	21.2	0.723	446
floorplan	1360	-	0.614	426
cell type report:
cell class / instances / area, sq um / share of cell area (%)
well taps: 105 / 131 / 7.24
clock buffers: 4 / 55.1 / 3.03
repair buffers: 52 / 513 / 28.3
inverters: 5 / 20.0 / 1.10
multi-input cells: 105 / 696 / 38.3
flip-flops and latches: 20 / 400 / 22.1
sequential cells by signal, summed over array words and instances (netlist names):
name	count
d_0._f11.dfr_1.df_0.df_out	1
d_0._f0.dfr_1.df_0.df_out	1
d_0._f4.dfr_1.df_0.df_out	1
d_0._f3.dfr_1.df_0.df_out	1
d_0._f17.dfr_1.df_0.df_out	1
d_0._f1.dfr_1.df_0.df_out	1
d_0._f7.dfr_1.df_0.df_out	1
d_0._f6.dfr_1.df_0.df_out	1
d_0._f19.dfr_1.df_0.df_out	1
d_0._f10.dfr_1.df_0.df_out	1
d_0._f12.dfr_1.df_0.df_out	1
d_0._f18.dfr_1.df_0.df_out	1
d_0._f5.dfr_1.df_0.df_out	1
d_0._f13.dfr_1.df_0.df_out	1
d_0._f15.dfr_1.df_0.df_out	1
d_0._f14.dfr_1.df_0.df_out	1
d_0._f8.dfr_1.df_0.df_out	1
d_0._f2.dfr_1.df_0.df_out	1
d_0._f16.dfr_1.df_0.df_out	1
d_0._f9.dfr_1.df_0.df_out	1
cell usage in the layout (no fill, tap or decap):
| cell | instances |
|---|---|
| a21boi_0 | 2 |
| nor2b_1 | 1 |
| o221a_2 | 1 |
| o21ai_1 | 1 |
| inv_1 | 4 |
| mux2i_1 | 10 |
| a31oi_1 | 1 |
| o32ai_1 | 1 |
| a211oi_1 | 3 |
| dfxtp_1 | 20 |
| a21o_1 | 1 |
| a2111oi_2 | 3 |
| clkinv_2 | 1 |
| o21bai_1 | 7 |
| nand3b_1 | 1 |
| xor2_1 | 2 |
| o21a_1 | 1 |
| a21oi_1 | 9 |
| nor2b_2 | 1 |
| nand2_1 | 17 |
| or3b_2 | 1 |
| buf_12 | 1 |
| nor2_2 | 1 |
| buf_4 | 7 |
| nor2_1 | 18 |
| a22o_1 | 1 |
| o21ai_0 | 5 |
| nand2b_1 | 2 |
| clkbuf_8 | 4 |
| and2_0 | 1 |
| ha_1 | 2 |
| o221ai_1 | 12 |
| clkdlybuf4s50_1 | 44 |
logic make-up after synthesis:
logic type               share of synthesized area (%)
adder cells (fa/ha/maj)                           1.84
AND-OR/OR-AND                                     26.9
buffers and inverters                             19.3
multiplexers                                      7.37
AND/OR/NAND/NOR                                   13.8
flip-flops                                        29.5
XOR/XNOR                                          1.29
routing by layer:
metal  up-vias  share of wire, %  global-route usage, %
met2        43                41                   8.41
met1       549                47                   8.42
met4         0                 0                  0.254
met3         0                12                   3.31
li1        601                 -                      -
met5         -                 0                      0
where the power goes:
group	switching (mW)	internal, mW
sequential	0.0151	0.430
combinational	0.109	0.158
clock	0.145	0.175
critical path, cell delays in order:
cell and delay (ps):
clkdlybuf4s50_1 740, inv_1 90, ha_1 280, a21boi_0 80, a22o_1 200
Power and IR drop assume default switching activity.
